## flow/run.sh

```bash
#!/bin/bash
# OpenROAD 26Q1-2900-gdf79404cd8, Yosys 0.63+post, stock flow scripts
make -C /OpenROAD-flow-scripts/flow DESIGN_CONFIG=/design/flow/config.mk WORK_HOME=/design/flow/orfs finish
```

## flow/config.mk

```make
export PLATFORM = sky130hd
export DESIGN_NAME = ALU_TOP
export DESIGN_NICKNAME = ALU_TOP
export VERILOG_FILES = /design/flow/design.v
export SDC_FILE = /design/flow/constraint.sdc
export NUM_CORES = 4
export LEC_CHECK = 1
export CORE_UTILIZATION = 30
```

## flow/constraint.sdc

```tcl
current_design ALU_TOP

set clk_period 1.0
set clk_io_pct 0.2

create_clock -name clk0 -period $clk_period [get_ports {CLK}]

set non_clock_inputs [all_inputs -no_clocks]
set_input_delay [expr $clk_period * $clk_io_pct] -clock clk0 $non_clock_inputs
set_output_delay [expr $clk_period * $clk_io_pct] -clock clk0 [all_outputs]
```

## flow/design.v

```verilog
module ALU_TOP 
#( parameter IN_WD = 16,
             ARITH_WD = 2 * IN_WD,
             LOGIC_WD = IN_WD,
             SHIFT_WD = IN_WD,
             CMP_WD = IN_WD )
( input wire [IN_WD-1:0]     A,B,
  input wire [3:0]           ALU_FUN,
  input wire                 CLK,RST,
  output wire [ARITH_WD-1:0] ARITH_OUT,
  output wire [LOGIC_WD-1:0] LOGIC_OUT,
  output wire [SHIFT_WD-1:0] SHIFT_OUT,
  output wire [CMP_WD-1:0]   CMP_OUT,
  output wire                CARRY_OUT,
  output wire                ARITH_FLAG,
  output wire                LOGIC_FLAG,
  output wire                CMP_FLAG,
  output wire                SHIFT_FLAG );
  wire  ARITH_EN;
  wire  LOGIC_EN;
  wire  CMP_EN;
  wire  SHIFT_EN;
  DECODER U_decoder
    ( .ALU_FUN(ALU_FUN[3:2]),
      .SHIFT_EN(SHIFT_EN),
      .ARITH_EN(ARITH_EN),
      .CMP_EN(CMP_EN),
      .LOGIC_EN(LOGIC_EN)
      );
  ARITH_UNIT #(.IN_DATA_WD(IN_WD),.OUT_WD(ARITH_WD)) U_arith
  (.A(A),
   .B(B),
   .CLK(CLK),
   .RST(RST),
   .ALU_FUN(ALU_FUN[1:0]),
   .ARITH_EN(ARITH_EN),
   .ARITH_FLAG(ARITH_FLAG),
   .CARRY_OUT(CARRY_OUT),
   .ARITH_OUT(ARITH_OUT) );
  LOGIC_UNIT #(.IN_DATA_WD(IN_WD),.OUT_WD(LOGIC_WD)) U_logic
  (.A(A),
   .B(B),
   .CLK(CLK),
   .RST(RST),
   .ALU_FUN(ALU_FUN[1:0]),
   .LOGIC_OUT(LOGIC_OUT),
   .LOGIC_FLAG(LOGIC_FLAG),
   .LOGIC_EN(LOGIC_EN) );
   CMP_UNIT #(.IN_DATA_WD(IN_WD),.OUT_WD(CMP_WD)) U_cmp
   (.A(A),
   .B(B),
   .CLK(CLK),
   .RST(RST),
   .ALU_FUN(ALU_FUN[1:0]),
   .CMP_OUT(CMP_OUT),
   .CMP_FLAG(CMP_FLAG),
   .CMP_EN(CMP_EN)
   );
   SHIFT_UNIT #(.IN_DATA_WD(IN_WD),.OUT_WD(SHIFT_WD)) U_shift
   (.A(A),
   .B(B),
   .CLK(CLK),
   .RST(RST),
   .ALU_FUN(ALU_FUN[1:0]),
   .SHIFT_OUT(SHIFT_OUT),
   .SHIFT_FLAG(SHIFT_FLAG),
   .SHIFT_EN(SHIFT_EN)
   );
endmodule
module ARITH_UNIT #(parameter IN_DATA_WD = 16,
                    OUT_WD = 2* IN_DATA_WD)(
  input wire signed [IN_DATA_WD-1:0] A,B,
  input wire                         CLK,RST,ARITH_EN,
  input wire        [1:0]            ALU_FUN,
  output reg signed [OUT_WD-1:0]     ARITH_OUT,
  output reg                         ARITH_FLAG,
  output wire                        CARRY_OUT
    );
always @(posedge CLK or negedge RST)
 begin
  if(!RST)
   begin
    ARITH_OUT<=0;
    ARITH_FLAG<=0;
   end
  else if (ARITH_EN)
    begin
      ARITH_FLAG<=1;
      case(ALU_FUN[1:0])
        2'b00:ARITH_OUT<=A+B;
        2'b01:ARITH_OUT<=A-B;
        2'b10:ARITH_OUT<=A*B;
        2'b11:ARITH_OUT<=A/B;
      endcase
    end
  else 
    begin
      ARITH_OUT<=0;
      ARITH_FLAG<=0;
    end
 end      
assign CARRY_OUT = ARITH_OUT[IN_DATA_WD];
endmodule
module CMP_UNIT #(parameter IN_DATA_WD = 16,
                    OUT_WD = IN_DATA_WD)(
input wire [IN_DATA_WD-1:0] A,B,
input wire                  CLK,RST,
input wire                  CMP_EN,
input wire  [1:0]           ALU_FUN,
output reg [OUT_WD-1:0]     CMP_OUT,
output reg                  CMP_FLAG);
always @(posedge CLK or negedge RST)
  begin
    if(!RST)
      begin
        CMP_OUT<=0;
        CMP_FLAG<=0;
      end
    else if (CMP_EN)
      begin
        CMP_FLAG<=1;
        case(ALU_FUN)
          2'b00:CMP_OUT<=0;
          2'b01: begin
                  if(A==B) 
                  CMP_OUT<=1;
                  else
                  CMP_OUT<=0;
                 end
          2'b10:begin
                  if(A>B) 
                  CMP_OUT<=2;
                  else
                  CMP_OUT<=0;
                end
          2'b11:begin
                  if(A<B) 
                  CMP_OUT<=3;
                  else
                  CMP_OUT<=0;
                end
        endcase
      end
    else
      begin
        CMP_OUT<=0;
        CMP_FLAG<=0;
      end
  end
endmodule
module DECODER (
  input wire [1:0] ALU_FUN,
  output reg       ARITH_EN,LOGIC_EN,CMP_EN,SHIFT_EN);
always @(*)
  begin
    ARITH_EN=1'b0;
    LOGIC_EN=1'b0;
    CMP_EN=1'b0;
    SHIFT_EN=1'b0;
    case (ALU_FUN)
      2'b00:ARITH_EN=1'b1;
      2'b01:LOGIC_EN=1'b1;
      2'b10:CMP_EN=1'b1;
      2'b11:SHIFT_EN=1'b1;
    endcase
  end
endmodule
module LOGIC_UNIT #(parameter IN_DATA_WD = 16,
                    OUT_WD = IN_DATA_WD)(
input wire [IN_DATA_WD-1:0] A,B,
input wire                  CLK,RST,
input wire                  LOGIC_EN,
input wire  [1:0]           ALU_FUN,
output reg [OUT_WD-1:0]     LOGIC_OUT,
output reg                  LOGIC_FLAG);
always @(posedge CLK or negedge RST)
  begin
    if(!RST)
      begin
        LOGIC_OUT<=0;
        LOGIC_FLAG<=0;
      end
    else if (LOGIC_EN)
      begin
        LOGIC_FLAG<=1;
        case(ALU_FUN)
          2'b00:LOGIC_OUT<=A&B;
          2'b01:LOGIC_OUT<=A|B;
          2'b10:LOGIC_OUT<=~(A&B);
          2'b11:LOGIC_OUT<=~(A|B);
        endcase
      end
    else
      begin
        LOGIC_OUT<=0;
        LOGIC_FLAG<=0;
      end
  end
endmodule
module SHIFT_UNIT #(parameter IN_DATA_WD = 16,
                    OUT_WD = IN_DATA_WD)(
input wire [IN_DATA_WD-1:0] A,B,
input wire                  CLK,RST,
input wire                  SHIFT_EN,
input wire  [1:0]           ALU_FUN,
output reg [OUT_WD-1:0]     SHIFT_OUT,
output reg                  SHIFT_FLAG);
always @(posedge CLK or negedge RST)
  begin
    if(!RST)
      begin
        SHIFT_OUT<=0;
        SHIFT_FLAG<=0;
      end
    else if (SHIFT_EN)
      begin
        SHIFT_FLAG<=1;
        case(ALU_FUN)
          2'b00:SHIFT_OUT<=A>>1;
          2'b01:SHIFT_OUT<=A<<1;
          2'b10:SHIFT_OUT<=B>>1;
          2'b11:SHIFT_OUT<=B<<1;
        endcase
      end
    else
      begin
        SHIFT_OUT<=0;
        SHIFT_FLAG<=0;
      end
  end
endmodule
```

==> results.py <==
# Flow results
metrics = {
    "timing": {
        "fmax_mhz": 16.6,
        "period_used_share": 60.4,
        "max_slew_margin": 0.431,
        "finalWorstSetupSlack_ps": -59380,
        "grt_setup_unrepaired": "yes",
        "report.final.slew_viol_count": 0,
        "finalSetupViolations": 201,
        "worst_slew_pin_slew_ps": 850,
        "layout_min_cycle_time_ps": 60380,
        "worst_hold_slack_ps": 331,
        "timing.final.hold_violations": 0,
        "tns_ps": -1923660,
    },
    "grt": {
        "grt_use_total": 0.281,
        "grt_start_max_net_pins": 34,
        "globalRouteOverflowTotal": 0,
        "antenna_violations_before_repair": 12,
        "first_global_vias": 54622,
        "grt_first_pass_wirelength_um": 320000,
    },
    "final_layout": {
        "mostFrequentLayoutCell": "sky130_fd_sc_hd__buf_4",
        "layout-drive-gt1-share": 0.447,
        "layout-area-overhead-vs-synth_pct": 73.6,
        "layout.filler_cells": 12678,
        "finish.cell_count_without_fillers": 10849,
        "mi_logic_area_mm2": 0.0467,
        "final_layout_top_logic_cells": "sky130_fd_sc_hd__buf_4 (2653), sky130_fd_sc_hd__nand2_1 (550), sky130_fd_sc_hd__nor2_1 (542)",
        "fin_area_mm2": 0.0770,
        "flop_area_mm2": 0.00175,
    },
    "placed_design": {
        "gp_congestion": 1.03,
        "dp_hpwl_um": 172000,
        "port_buffers": 108,
        "pre_cts_ws_ps": -63910,
        "post-place-cells": 10378,
        "placed_cell_area_mm2": 0.0681,
    },
    "yosys": {
        "synth.cell_area_mm2": 0.0444,
        "yosys_cells": 6000,
        "edf_count": 0,
        "yosysTopAreaCell": "sky130_fd_sc_hd__ha_1",
        "yosysChipArea_mm2": 0.0444,
        "ff_type": "sky130_fd_sc_hd__dfrtp_1",
        "top_cells_by_area": "sky130_fd_sc_hd__ha_1 (19%), sky130_fd_sc_hd__fa_1 (12%), sky130_fd_sc_hd__nand2_1 (5.1%)",
        "syn-mean-instance-area_um2": 7.39,
        "yosysUniqueCellTypes": 107,
        "ys.flops": 70,
        "synth-seq-area-share": 0.0395,
        "async_set_reset_flop_share_out_of_synthesis": 1.00,
        "yosys_warnings": 5,
        "synth.top_cell.area_share": 0.187,
        "postSynthCellCount": 6000,
    },
    "status": {
        "failed_checks": "setup timing",
        "outcome": "complete, but fails checks",
    },
    "floorplan": {
        "floorplan.rows": 140,
        "dieHeight_um": 387,
        "fp_util": 0.303,
        "dieWidth_um": 387,
        "top_level_ports": 123,
        "chipArea_mm2": 0.149,
        "coreArea_mm2": 0.146,
    },
    "critical_path": {
        "crit_path_max_incr_delay_ps": 630,
        "startpoint_type": "input pin",
        "cp_num_buf_inv": 62,
        "cp_top_family": "AND-OR/OR-AND gates",
        "setup.worst_path.end_class": "register",
        "crit_path_max_fanout": 8,
        "path_depth": 315,
        "required_ps": 1270,
        "setup.worst_path.class": "in -> reg",
        "timing.critical_path.slowest_stage_cell": "sky130_fd_sc_hd__or4_4",
        "worst_ep_arrival_time_ps": 60660,
        "worst_setup_path_endpoint": "U_arith.ARITH_OUT[14]",
        "setup.worst_path.start": "B[8]",
        "most_frequent_cell_on_the_critical_path": "sky130_fd_sc_hd__buf_4",
    },
    "drt": {
        "detailedRoute.firstIterationViolations": 3466,
        "post-route-drc-count": 0,
        "num_vias": 56262,
        "antenna_left": 0,
        "routed_wl_um": 212000,
        "via_count_normalized_by_instance_count": 5.19,
        "drt_first_pass_iters": 6,
        "detail_route.wl_per_cell_um": 19.5,
    },
    "clocking": {
        "clk_root_buffer_cell": "sky130_fd_sc_hd__clkbuf_16",
        "cts_buffers": 9,
        "cts.clk_slew.worst_paths_ps": 60,
        "max-clock-path-buffers": 2,
        "htree_levels": 3,
        "tritoncts": "done",
        "clkSinkCount": 70,
    },
    "worst_hold_path": {
        "hold_path.class": "in -> reg",
    },
    "flow_run": {
        "max_cap_viol_count": 0,
        "warnings": 62,
    },
}
-- stage by stage --
| step | utilization |
|---|---|
| CTS | 0.508 |
| detailed placement | 0.465 |
| global route | 0.527 |
| global placement | 0.465 |
| floorplan | - |
| finish | 0.527 |
-- cell families (layout without fill, tap and decap cells) --
| logic type | after synthesis | count (layout) | share of synthesized area |
|---|---|---|---|
| multiplexers | 115 | 115 | 0.0319 |
| AND-OR/OR-AND | 1772 | 1775 | 0.267 |
| other | 2 | 170 | 0.000169 |
| AND/OR/NAND/NOR | 2002 | 2003 | 0.211 |
| XOR/XNOR | 397 | 397 | 0.0784 |
| adder cells (fa/ha/maj) | 926 | 926 | 0.306 |
| flip-flops | 70 | 70 | 0.0395 |
| buffers and inverters | 716 | 3476 | 0.0660 |
-- how the worst min path moves through the flow --
stage,start,end,slack [ps],cells after the start
global route,ALU_FUN[1],U_arith.ARITH_OUT[23],340,3
CTS,ALU_FUN[1],U_logic.LOGIC_OUT[13],460,4
finish,ALU_FUN[1],U_arith.ARITH_OUT[23],330,3
-- layout make-up --
| class | instances | area share |
|---|---|---|
| Tap cell | 1917 | 0.0311 |
| Timing Repair Buffer | 2971 | 0.311 |
| Antenna cell | 4 | 0.000130 |
| Inverter | 489 | 0.0250 |
| Multi-Input combinational cell | 5382 | 0.606 |
| Sequential cell | 70 | 0.0228 |
| Clock inverter | 7 | 0.000796 |
| Clock buffer | 9 | 0.00292 |
-- registers in the layout (all words and copies together) (netlist names) --
| name | flops |
|---|---|
| U_arith.ARITH_FLAG | 1 |
| U_arith.ARITH_OUT | 32 |
| U_cmp.CMP_FLAG | 1 |
| U_cmp.CMP_OUT | 2 |
| U_logic.LOGIC_FLAG | 1 |
| U_logic.LOGIC_OUT | 16 |
| U_shift.SHIFT_FLAG | 1 |
| U_shift.SHIFT_OUT | 16 |
-- synth_stat cells (56+ instances only) --
library cell               instances
sky130_fd_sc_hd__nand2_1         605
sky130_fd_sc_hd__nor3_1          152
sky130_fd_sc_hd__xor2_1          143
sky130_fd_sc_hd__mux2_2           62
sky130_fd_sc_hd__ha_1            662
sky130_fd_sc_hd__o31ai_1          73
sky130_fd_sc_hd__xnor2_1         254
sky130_fd_sc_hd__nand4_1          56
sky130_fd_sc_hd__a21oi_1         427
sky130_fd_sc_hd__a211oi_1         65
sky130_fd_sc_hd__dfrtp_1          70
sky130_fd_sc_hd__nand3_1         125
sky130_fd_sc_hd__o211ai_1         63
sky130_fd_sc_hd__nor2b_1          82
sky130_fd_sc_hd__fa_1            264
sky130_fd_sc_hd__and3_1           58
sky130_fd_sc_hd__a21o_1          187
sky130_fd_sc_hd__o21ai_0         308
sky130_fd_sc_hd__inv_1           473
sky130_fd_sc_hd__nor2_1          598
sky130_fd_sc_hd__a31oi_1          85
sky130_fd_sc_hd__clkbuf_1        139
sky130_fd_sc_hd__o21a_1          139
sky130_fd_sc_hd__or3_1            72
-- layer usage --
metal | global-route usage | routed length (um) | up-vias
met4 | 0.0611 | 6420 | 14
li1 | - | - | 27363
met2 | 0.440 | 93000 | 1685
met3 | 0.0697 | 17700 | 307
met1 | 0.394 | 94900 | 26893
met5 | 0.00130 | 89 | -
-- what timing repair did --
item,in CTS,in global routing
gates resized,736,453
endpoints found under the hold margin,70,0
pin swaps,328,292
setup endpoints to repair,140,211
hold buffers,1,0
buffers inserted,317,132
cloned,15,0
